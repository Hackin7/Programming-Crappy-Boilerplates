==> ./design.v <==
module top (
    input CLK,     
    output LED,    
    output USBPU   
);
    assign USBPU = 0;
    reg [25:0] blink_counter;
    wire [31:0] blink_pattern = 32'b101010001110111011100010101;
    always @(posedge CLK) begin
        blink_counter <= blink_counter + 1;
    end
    assign LED = blink_pattern[blink_counter[25:21]];
endmodule
==> ./run.sh <==
#!/bin/bash
# OpenROAD 26Q1-2900-gdf79404cd8, Yosys 0.63+post, stock flow scripts
make -C /OpenROAD-flow-scripts/flow DESIGN_CONFIG=/design/flow/config.mk WORK_HOME=/design/flow/orfs finish
==> ./config.mk <==
export PLATFORM = sky130hd
export DESIGN_NAME = top
export DESIGN_NICKNAME = top
export VERILOG_FILES = /design/flow/design.v
export SDC_FILE = /design/flow/constraint.sdc
export NUM_CORES = 4
export LEC_CHECK = 1
export CORE_AREA = 10 10 93 93
export DIE_AREA = 0 0 103 103
==> ./constraint.sdc <==
current_design top

set clk_period 4.0
set clk_io_pct 0.2

create_clock -name clk0 -period $clk_period [get_ports {CLK}]

set non_clock_inputs [all_inputs -no_clocks]
set_input_delay [expr $clk_period * $clk_io_pct] -clock clk0 $non_clock_inputs
set_output_delay [expr $clk_period * $clk_io_pct] -clock clk0 [all_outputs]
==> GITHUB_STEP_SUMMARY <==
## PnR job results

| Metric | Value |
|---|---|
| CP Launch Type | flip-flop |
| CTS tree | yes |
| Root Buffer | clkbuf_8 |
| Fin. Hold Viols | 0 |
| Outcome | complete, no violations |
| Initial antenna violation count | 0 |
| Kind of end point of the critical path | primary output |
| Max-slew violations | 0 |
| Router iterations before antenna repair | 4 |
| Largest register by flop count | blink_counter |
| Hpwl dp | 1000 um |
| Worst Path Required | 3.20 ns |
| Cycle use final | 0.631 |
| Synth unique cells | 22 |
| Synthesized instance count | 98 |
| Die X-Extent | 103 um |
| Maxcap violations | 0 |
| Syn_area_per_cell | 10.6 um^2 |
| Fp util | 0.154 |
| Reg clk slew, reported paths | 0.08 ns |
| Placed inst area | 1140 um^2 |
| DRC viols | 0 |
| Die extent in y | 103 um |
| Layout cell share with drive strength beyond 1 | 0.0784 |
| Global-route wire length before repair | 2730 um |
| Count of tool warnings | 25 |
| Hold buffer count at cts | 0 |
| Total power | 422 uW |
| Resize count post-CTS | 0 |
| CP arrival | 1.73 ns |
| Worst hold path type | flip-flop to flip-flop |
| Drt total wl | 1370 um |
| Vias in the first global route | 609 |
| Post-CTS Setup Repair Bufs | 0 |
| PortBufs | 1 |
| Final GP Congestion | 0.736 |
| Placeable Area | 6760 um^2 |
| Max Fclk | 396 MHz |
| CTS H-tree lvls | 1 |
| Unrepaired setup endpoints after global routing | false |
| Final Setup Violations | 0 |
| Max reg flops | 26 |
| Synth-to-layout area growth | 15.1% |
| Die area | 10600 um^2 |
| # diodes | 0 |
| Fin crit period | 2.53 ns |
| Clk latency late pin | 0.26 ns |
| Biggest regs | blink_counter: 26 flops |
| Non-filler instance count after layout | 182 |
| Cell count after placement | 178 |
| All-layer global routing usage | 0.0313 |
| CP max FO | 5 |
| Synth Seq Share | 0.500 |
| CTS buffer count | 3 |
| Post-Synthesis Cell Area | 1040 um^2 |
| Via density | 3.47 |
| Most numerous logic cells after layout | dfxtp_1 (26), xnor2_1 (16), nand3_1 (11) |
| Pwr per Cell Area | 352 nW/um^2 |
| Crit path kind | flip-flop to primary output |
| Synthesized registers | 26 |
| Routed len/inst | 7.53 um |
| Total grt overflow | 0 |
| Clock Sinks | 26 |
| Fillers | 744 |
| Setup Skew | 0.00347 ns |
| Worst IR Drop VDD | 0.158 mV |
| Setup TNS | 0 ns |
| Vias | 632 |
| # IOs | 3 |
| Finished Cell Area | 1200 um^2 |
| Layout Utilization | 0.177 |
| Top cell excl fill/tap | dfxtp_1 |
| MI comb area | 505 um^2 |
| Yosys stat area | 1040 um^2 |
| Row count | 30 |
| Reg area | 520 um^2 |
| ANT nets after route | 0 |
| Max clock buf depth | 2 |
| DR iter-0 viols | 22 |
| Largest net degree at the start of global routing | 15 |
| Synthesis Warnings | 1 |
| Pleak | 0.000425 uW |
| Cell count in the Yosys report | 98 |
worst paths after layout:
kind	endpoint	slack [ns]	from	cells past startpoint
max reg2reg	blink_counter[20]$_DFF_P_	2.49	blink_counter[0]$_DFF_P_	5
min reg2reg	blink_counter[0]$_DFF_P_	0.43	blink_counter[0]$_DFF_P_	1
max	LED	1.47	blink_counter[24]$_DFF_P_	4
min	blink_counter[0]$_DFF_P_	0.43	blink_counter[0]$_DFF_P_	1
cell families after synthesis:
| group | synth area share |
|---|---|
| DFF | 0.500 |
| AOI/OAI and AO/OA | 0.0252 |
| xor gates and xnor gates | 0.202 |
| adders and majority gates | 0.0120 |
| buffers and inverters | 0.0144 |
| and+or+nand+nor | 0.243 |
| other | 0.00360 |
stage by stage:
step,setup slack [ns],hold slack [ns]
floorplan,2.41,0.383
detailed placement,1.76,0.402
CTS,1.45,0.422
global route,1.36,0.474
finish,1.47,0.425
global placement,1.80,0.395
critical path, stage by stage, from the launching register on:
cell             delay (ns)
dfxtp_1                0.41
nor2_1                 0.08
a21o_1                 0.17
a222oi_1               0.27
clkdlybuf4s50_1        0.52
synthesized netlist by cell type (all sizes together):
cell     n  share of area
nor3     2          0.031
and3     3          0.018
dfxtp   26           0.50
and2     1         0.0060
xnor2   16           0.13
nor2     6          0.022
nand2b   1         0.0060
inv      2         0.0072
nor4     1         0.0060
ha       1          0.012
nand2    6          0.022
a21o     1         0.0072
nor3b    1          0.012
and4     2          0.017
conb     1         0.0036
nand4    6          0.050
buf      1         0.0072
a22o     1         0.0084
nand3   11          0.053
a222oi   1         0.0096
xor2     8          0.067
final cells by class:
type	count	share of cell area
repair buffers	1	0.00835
flip-flops and latches	26	0.434
well taps	80	0.0835
multi-input cells	69	0.422
inverters	2	0.00626
clock buffers	4	0.0459
metal layers:
| layer | global-route usage | part of all wire |
|---|---|---|
| met5 | 0 | 0 |
| met4 | 0.00321 | 0.010 |
| met3 | 0.0162 | 0.070 |
| met2 | 0.0453 | 0.39 |
| met1 | 0.0420 | 0.53 |
power by group:
group	leakage, uW	total [uW]	switching (uW)	internal [uW]
clock network	0.0000288	164	75.7	87.8
logic	0.000187	0.0423	0.0422	0
registers	0.000209	259	0	259
total	0.000425	422	75.7	346
Power is estimated from default activity; no workload was simulated.
