==> design/flow/design.v <==
module alu
  (
   input [7:0]  i_a,
   input [7:0]  i_b,
   input        i_subtract,  
   input        i_send_result,
   output       o_flag_overflow,
   output       o_flag_zero,
   output [7:0] o_bus
   );
   reg [7:0]    result;
   reg          overflow_flag = 0;
   reg          zero_flag = 0;   
   assign o_flag_overflow = overflow_flag;
   assign o_flag_zero = zero_flag;
   assign o_bus = i_send_result ? result : 8'bzzzzzzzz;
   always @(posedge i_send_result) begin
      result = i_subtract ? (i_a - i_b) : (i_a + i_b);
      overflow_flag <= ((!i_subtract && !i_a[7] && !i_b[7] && result[7]) || 
                        (!i_subtract && i_a[7] && i_b[7] && !result[7]) ||
                        (i_subtract && !i_a[7] && i_b[7] && !result[7]) ||
                        (i_subtract && i_a[7] && !i_b[7] && result[7])) ? 1 : 0;
      zero_flag <= (result == 8'b00000000) ? 1 : 0;
   end
endmodule  
==> design/flow/run.sh <==
#!/bin/bash
# OpenROAD 26Q1-2900-gdf79404cd8, Yosys 0.63+post, stock flow scripts
make -C /OpenROAD-flow-scripts/flow DESIGN_CONFIG=/design/flow/config.mk WORK_HOME=/design/flow/orfs finish
==> design/flow/config.mk <==
export PLATFORM = sky130hd
export DESIGN_NAME = alu
export DESIGN_NICKNAME = alu
export VERILOG_FILES = /design/flow/design.v
export SDC_FILE = /design/flow/constraint.sdc
export NUM_CORES = 4
export LEC_CHECK = 1
export CORE_AREA = 10 10 87 87
export DIE_AREA = 0 0 97 97
==> design/flow/constraint.sdc <==
current_design alu

set clk_period 5.9
set clk_io_pct 0.2

create_clock -name clk0 -period $clk_period [get_ports {i_send_result}]

set non_clock_inputs [all_inputs -no_clocks]
set_input_delay [expr $clk_period * $clk_io_pct] -clock clk0 $non_clock_inputs
set_output_delay [expr $clk_period * $clk_io_pct] -clock clk0 [all_outputs]
==> results.toml <==
# generated from flow reports
[outcome]
run_status = "finished, final reports clean"

[finish]
final_layout_size_suffix_gt1_share_pct = 7.692
layout.cell_area.non_filler_um2 = 1087
fin_cells = 176
area.growth.synth_to_final_pct = 57.71
final_layout_top_logic_cell = "sky130_fd_sc_hd__clkdlybuf4s50_1"
layout.filler_cells = 625
most-common-layout-cells = "sky130_fd_sc_hd__clkdlybuf4s50_1 (27), sky130_fd_sc_hd__dfxtp_1 (10), sky130_fd_sc_hd__xnor2_1 (9)"

[final_timing]
post-route-min-period_ns = 3.584
setup_tns_after_final_layout_ns = 0
report.final.setup_viol = 0
finalHoldViolations = 0
rsz_0062_raised_after_global_routing = "false"
max_freq_ghz = 0.2790
timing_worst_slew_pin_value_ns = 0.3667
slew_headroom_pct = 75.38
layout_worst_path_cycle_share_pct = 60.74
report.final.slew_viol_count = 0

[synthesis]
yosys_warnings = 2
mappedNetlistArea_um2 = 689.4
synthesis.instances = 75
synth.lib_cells_used.distinct = 24
yosys.stat.chipArea_um2 = 689.4
numSynthFlops = 10
synth.yosys.seq_area_share_pct = 29.04
syn_area_per_cell_um2 = 9.192
synth.yosys.num_cells = 75

[power_and_ir_drop]
power_leakage_nw = 0.4390
p_per_area_nw_per_um2 = 247.5
irDropWorstVdd_mv = 0.07487

[floorplanning]
placementRows = 27
die_y_um = 97
die_w_um = 97
core_footprint_um2 = 5642
fp-utilization_pct = 12.22
num_io_pins = 28
dieArea_um2 = 9409

[clock_tree]
htree_levels = 1
root_buffer = "sky130_fd_sc_hd__clkbuf_8"
path_clk_slew_ns = 0.04
clock_path_buffers = 2
cts_post_setup_buffers_inserted = 0
postCtsHoldBufs = 0
cts_resized = 0
clock_sinks = 10
cts_made_buffers = 3
cts_tree = "done"

[setup_path]
crit_path_top_delay_cell = "sky130_fd_sc_hd__or4_4"
cpPeakStageDelay_ns = 0.54
cp-startpoint = "i_b[0]"
cp_data_arrival_time_ns = 3.72
crit_path_kind = "input pin to flop"
worstPathRequired_ns = 6.04
critical_path.endpoint_type = "flop"
worstPathMaxFanout = 3
worst_setup_path_start_kind = "input pin"
path_cells = "clkdlybuf4s50_1, inv_1, ha_1, mux2i_1, fa_1, a211oi_2, nor2_1, xor2_1, or4_4, nor4_2"

[detailed_routing]
routed_wirelength_mm = 1.750
wl_per_cell_um = 9.943
detail_route.iter0.violations = 21
post-route-drc-count = 0
antenna_cells_inserted = 0
post_drt_via_cell_ratio = 3.295
route.antenna.remaining_nets = 0
iteration_tally_of_the_first_detailed_router_pass = 4
routed-via-count = 580

[global_routing]
groute.usage.overall_pct = 3.842
gr_util_met3_pct = 0.7880
gr-max-usage-layer = "met2"
global_route.usage.met2_pct = 6.033
grt_start_max_net_pins = 9
grt_pass1_vias = 655
grt_util_met1_pct = 5.113
grt_first_pass_wirelength_mm = 3.084
antenna_found_initial = 0
grt.overflow.total = 0

[worst_hold_path]
hold-path-cell-count = 3
worst_min_delay_path_class = "input pin to flop"
hp-start = "i_b[7]"

[run]
log.warning_count = 25
drv_cap = 0

[place]
dp_area_um2 = 1046
dp.cells = 173
globalplace.congestion = 0.7765
dp_hpwl_mm = 1.599
numPortBuffers = 27
synthesized netlist by cell type (all sizes together):
library cell / count / area share (%)
a211oi: 2 / 2.9
a21o: 1 / 1.1
a21oi: 3 / 2.2
a31oi: 3 / 2.7
clkbuf: 1 / 0.54
dfxtp: 10 / 29
fa: 1 / 2.9
ha: 8 / 15
inv: 8 / 4.4
mux2i: 2 / 2.9
nand2: 2 / 1.1
nand2b: 2 / 1.8
nor2: 8 / 4.4
nor3: 2 / 1.5
nor4: 1 / 1.8
o21ai: 2 / 1.5
o21bai: 1 / 1.1
o41ai: 1 / 2.4
or2: 1 / 0.91
or2b: 1 / 1.1
or4: 1 / 1.6
xnor2: 9 / 11
xor2: 5 / 6.4
layout make-up:
type	count	area [um^2]	share of cell area, %
inverter	8	30.03	2.762
multi-input combinational	56	455.4	41.89
tap	72	90.09	8.285
sequential	10	200.2	18.41
timing repair buffer	27	270.3	24.86
clock buffer	3	41.29	3.797
path summary, 6_finish.rpt:
check                  endpoint
setup / recovery      zero_flag
hold / removal    overflow_flag
registers in the layout, summed over array words and instances (netlist names):
register,flops
zero_flag,1
overflow_flag,1
result,8
stage by stage:
stage          setup slack (ns)  power, mW  utilization, %  hold slack (ns)
5_1_grt                   2.087     0.2927           19.27            1.638
4_1_cts                   2.303     0.2754           19.27            1.580
2_1_floorplan             2.708     0.1433               -            1.319
3_3_place_gp              2.123     0.2078           18.54            1.821
6_report                  2.316     0.2691           19.27            1.581
3_5_place_dp              2.073     0.2078           18.54            1.817
layer usage:
layer	vias up	routed length (um)
met4	0	48
met3	2	82
li1	312	-
met1	246	879
met2	20	740
met5	-	0
critical path: cells and delay by family:
family / cells / cell delay, ns
fa+ha+maj: 2 / 0.74
compound gates: 1 / 0.23
xor+xnor: 1 / 0.15
simple gates: 3 / 0.75
buf+inv: 2 / 0.56
mux: 1 / 0.11
kinds of logic (layout without fill, tap and decap cells):
kind of cell    count (synthesis)  after routing  share of synthesized area [%]
compound gates                 13             13                          13.79
xor+xnor                       14             14                          17.79
fa+ha+maj                       9              9                          17.42
buf+inv                         9             38                          4.900
flops                          10             10                          29.04
mux                             2              2                          2.904
simple gates                   18             18                          14.16
power breakdown:
group / internal (mW) / switching [mW]
clock: 0.0442 / 0.0215
combinational: 0.0686 / 0.0437
sequential: 0.0866 / 0.00451
total: 0.199 / 0.0697
Power and IR drop assume default switching activity.
